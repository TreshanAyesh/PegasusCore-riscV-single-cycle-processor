### ./design.v
module data_memory(ALU_result,clk,MemWrite,WriteData,ReadData);
    input [31:0] ALU_result,WriteData;
    input clk,MemWrite;
    output [31:0] ReadData;
    reg [31:0] DMemory [63:0];       
    assign ReadData = DMemory[ALU_result];  
	 always @(posedge clk)     
        if(MemWrite)
            DMemory[ALU_result] <= WriteData;
endmodule
### ./run.sh
#!/bin/bash
# OpenROAD 26Q1-2900-gdf79404cd8, Yosys 0.63+post, stock flow scripts
make -C /OpenROAD-flow-scripts/flow DESIGN_CONFIG=/design/flow/config.mk WORK_HOME=/design/flow/orfs finish
### ./config.mk
export PLATFORM = sky130hd
export DESIGN_NAME = data_memory
export DESIGN_NICKNAME = data_memory
export VERILOG_FILES = /design/flow/design.v
export SDC_FILE = /design/flow/constraint.sdc
export NUM_CORES = 4
export LEC_CHECK = 1
export CORE_UTILIZATION = 30
### ./constraint.sdc
current_design data_memory

set clk_period 32.2
set clk_io_pct 0.2

create_clock -name clk0 -period $clk_period [get_ports {clk}]

set non_clock_inputs [all_inputs -no_clocks]
set_input_delay [expr $clk_period * $clk_io_pct] -clock clk0 $non_clock_inputs
set_output_delay [expr $clk_period * $clk_io_pct] -clock clk0 [all_outputs]
==> commit_impl_results.txt <==
Refresh implementation metrics

- Per the synthesis report, the single largest cell type by area occupies 78.6% of cell area.
- Looking at hold timing, the worst path starts from WriteData[19].
- Final cell utilization of the core: 34.5%
- Overall die width: 513 um
* Number of synthesized flops with an enable pin: 2,048
- Number of optimization iterations in the first detailed-route pass: 5
* Biggest regs: DMemory x2048
- Counting flops with an async set or reset pin after synthesis yields a share of 0%.
* Share of total power consumed by net switching: 21.6%
- Floorplan Core Area: 259,000 um2
* Number of hold buffers added after cts: 0
- More flip-flops sit in one register than any other, and that register is DMemory.
* Maximum number of pins on one net before global-route repair: 103
- Total power density per cell area: 59.4 nW/um2
- Clock root cell: clkbuf_16
* CP most frequent cell: buf_4
- Worst hold path class: input port to register
- Rel. slew slack: 31.6%
- Synthesized instance count: 4,207
* Area of the mapped netlist: 78,300 um2
* Critical path class: input port to primary output
* CTS sink count: 2,048
- The most critical hold endpoint after final layout shows a slack of 5970 ps.
* FF+latch count, synth: 2,048
- Overall global routing resource usage: 16.7%
- Fin area: 89,400 um2
- For the worst setup path, the data required time is 25,760 ps.
- Post-cts gate resize count: 0
- Number of placed cells counting well taps: 7,567
- For this run, the detailed router reports a per-instance via density of 5.22.
- Counting the fill cells in the layout gives 23,800.
* Status: completed
- The critical path goes through buf_8 -> buf_4 -> buf_4 -> buf_4 -> nor2b_2 -> buf_4 -> and3_1 -> nor4_1 -> a31oi_1 -> a2111oi_0 -> nand3_1 -> clkdlybuf4s50_1.
* Remaining routing DRC violations: 0
* Leakage power figure: 27.9 nW
* Vias in the first global route: 43,200
- Floorplan die height: 513 um
* Routed WL: 207,000 um
- Of the available clock period, the critical path in the final layout requires 57.1%.
* Sequential area share after synthesis: 78.6%
- Largest vdd supply drop: 42.3 uV
* Number of top-level pins: 98
- After synthesis, the chip area reported by Yosys is 78,300 um2.
- The pin closest to its max-slew limit shows a slew of 1000 ps.
- Clk pwr share: 38.9%
* Clock transition at the registers of the reported paths: 60 ps
- The OpenROAD report gives the critical path a data arrival time of 11,950 ps.
- TritonCTS built the clock tree.
- Critical path peak fanout: 66
- Critical path startpoint category: input port
- The detailed router placed 41,300 vias in this run.
- H-tree Lvls: 4
- Antenna violations before repair: 10
- Cells with a size suffix above 1 make up 17.7% of the layout.
* Post-synth cell types: 55
* Setup violation total in the final timing report: 0
- The script logs the mean routed wire length per placed instance as 26.2 um.
- edfxtp_1 takes more of the synthesized area than any other cell.
* Maximum clock rate: 54.4 MHz
* Switching pwr: 0.00115 W
- The largest single stage delay on the critical path is 900 ps.
* Number of cells in the yosys synthesis report: 4,207
- Worst-path cell with the longest stage delay: a2111oi_0
- Internal power: 0.00417 W
- Per the synth stats, the flop cell with the highest instance count is edfxtp_1.
* Warning total across the stage logs: 54
- Post-DRT Antenna Nets: 0
- Final period demand of the worst path: 18,390 ps
- Instance area after placement: 83,800 um2
* Hold violation count in the final report: 0
- The first global-routing pass estimated 299,000 um of wire.
- Mean area per synthesized cell: 18.6 um2
- Critical Path Source: ALU_result[0]
- The final max-slew violation count recorded for this run is 0.
- Final global-route overflow total: 0
- Filler-free cell count of the finished design: 7,903
- Setup_tns: 0 ps
* Layout area overhead: 14.2%
* Logic pwr share: 5.5%
- The register with the most flip-flops in the layout has 2,048 of them.
* Yosys warns: 1
* Cell family with the largest share of critical-path delay: buffers and inverters
- Counting instances in the post-synthesis netlist gives the leading cell types as edfxtp_1, mux2i_1, a22oi_1.
- Buffers inserted during clock tree synthesis total 187.
- Post CTS Setup Buffer Count: 0
- In this run, flip-flops and latches consume 55.6% of the power.
- Placer congestion estimate: 0.858
- Number of standard-cell rows in the floorplan: 187
- Reported max-cap violation count: 0
- Starting density of the core: 30.2%
- Most common cell in the netlist: edfxtp_1
- Count of input and output buffers: 71
* WP buf/inv: 6
* Max Root-Sink Buffers: 3
- The wire-length estimate of the detail-placed layout is 115,000 um.
* Die Outline Area: 263,000 um2
- Once iteration 0 of detailed routing completed, the report listed 2,836 DRC markers.
- Leading post-synthesis cells by cell area: edfxtp_1, mux2i_1, mux4_2, mux2_2, a221oi_1
- Setup repair after global routing left no endpoint under its margin.
* Setup crit end kind: primary output
[cell families (layout without fill, tap and decap cells)]
kind of cell	count (synthesis)	in the layout	synth area share, %
other	0	1	0
buffers and inverters	300	593	1.70
multiplexers	502	502	8.19
AND/OR/NAND/NOR	424	424	2.83
flip-flops	2048	2048	78.6
AND-OR/OR-AND	933	933	8.73
[through the flow]
stage          total power, W  worst slack, ps
2_1_floorplan         0.00315            17210
4_1_cts               0.00535            13750
5_1_grt               0.00547            13230
6_report              0.00532            13810
3_5_place_dp          0.00331            13780
3_3_place_gp          0.00330            13710
[metal layers]
metal / global-route usage, % / routed length [um]
met1: 19.3 / 71900
met2: 24.5 / 94100
met3: 12.7 / 34000
met4: 4.36 / 6460
met5: 0.986 / 382
[power by group through the flow]
stage / clock, W / sequential, W / combinational, W
4_1_cts: 0.00210 / 0.00295 / 0.000294
5_1_grt: 0.00221 / 0.00295 / 0.000313
6_report: 0.00207 / 0.00296 / 0.000290
[path summary, 6_finish.rpt]
check	to	slack, ps	depth (start not counted)
max	ReadData[18]	13810	12
min	DMemory[45][19]$_DFFE_PP_	5970	1
[cell type report]
| cell class | instances | area [um2] | area share [%] |
|---|---|---|---|
| Tap cell | 3402 | 4260 | 4.76 |
| Timing Repair Buffer | 256 | 1990 | 2.23 |
| Clock buffer | 237 | 4950 | 5.54 |
| Sequential cell | 2048 | 61500 | 68.8 |
| Inverter | 2 | 15.0 | 0.0168 |
| Clock inverter | 98 | 638 | 0.714 |
| Antenna cell | 1 | 2.50 | 0.00280 |
| Multi-Input combinational cell | 1859 | 16100 | 18.0 |
[layout by cell type (no fill, tap or decap), types with 16 or more instances in the layout]
master           count
edfxtp_1          2048
mux2i_1            259
clkbuf_16          191
a22oi_1            188
buf_4              182
a221oi_1           175
mux2_2             147
a21oi_1            121
mux4_2              96
o22ai_1             93
and3_1              85
o21ai_0             84
nor2_1              77
o22a_1              70
nor2_4              67
a22o_1              66
nand3_1             53
clkinv_1            48
clkbuf_1            46
a31oi_1             43
clkdlybuf4s50_1     36
buf_2               32
clkinv_2            28
nand2_1             27
nor3_1              19
a211oi_1            17
a222oi_1            16
Power is estimated from default activity; no workload was simulated.
